==> /design/flow/design.v <==
`timescale 1ns/1ps
package EventsRatePackage;
endpackage
interface EventsRateInterface
    #(parameter 
        COUNTER_LENGTH = 24,
        CHANNEL_NUMBER = 2);
    reg   [COUNTER_LENGTH-1:0]  event_count[CHANNEL_NUMBER];
    reg   [CHANNEL_NUMBER-1:0]  enable;
    logic                       read;
    logic                       clear;
    logic                       events_rate_ready;
    modport internal(
        input   enable, read, clear,
        output  events_rate_ready, event_count
    );
    modport external(
        input   events_rate_ready, event_count,
        output  enable, read, clear
    );
endinterface  
`timescale 1ns/1ps
package FIFOPackage;
endpackage
interface FIFOInterface
    #(parameter 
        LENGTH = 68,
        DEPTH_LENGTH  = 4);
    reg   [LENGTH-1:0]    i_data;
    reg   [LENGTH-1:0]    o_data;
    logic                   write;
    logic                   read;
    logic                   clear;
    logic                   full;
    logic                   empty;
    logic                   full_error;
    logic                   empty_error;
    modport internal(
        input   i_data,
        input   write,
        input   read,
        input   clear,
        output  o_data,
        output  full,
        output  empty,
        output  full_error,
        output  empty_error
    );
    modport reader(
        input   o_data,
        input   empty,
        input   empty_error,
        output  read,
        output  clear
    );
    modport writer(
        input   full,
        input   full_error,
        output  i_data,
        output  write,
        output  clear
    );
endinterface  
interface SyncClkInterface #(parameter 
                            COUNTER_SIZE = 19);
logic                           resetCyclic;
logic                           clearError;
logic [COUNTER_SIZE - 1 : 0]    syncCounter;
logic                           errorFlag;
modport internal (
    input  resetCyclic, clearError,
    output syncCounter, errorFlag
);
modport external (
    output resetCyclic, clearError,
    input  syncCounter, errorFlag
);
modport registersSignal (
    input  errorFlag
);
endinterface  
package TDCTypes;
typedef enum bit[3:0]  {
    CHAN_0,
    CHAN_1,
    CHAN_2,
    CHAN_3,
    CHAN_4,
    CHAN_5,
    CHAN_6,
    CHAN_7,
    CHAN_8,
    CHAN_9, 
    CHAN_10,
    CHAN_11,
    CHAN_12,
    CHAN_13,
    CHAN_14,
    CHAN_15 
  } TDC_CHANNEL;
endpackage  
interface TDCInterface;
    logic [31:0]    timestamp, timeOverThreshold;
    TDCTypes::TDC_CHANNEL     chan;
    logic           hasEvent, clear;
    modport internal (
        output timestamp, timeOverThreshold, chan, hasEvent,
        input clear
    );
    modport external (
        input timestamp, timeOverThreshold, chan, hasEvent,
        output clear
    );
endinterface  
package Threshold;
endpackage
interface ThresholdSetterInterface;
    logic [31:0]    threshold;
    logic           write, reset;
    modport writer (
        output threshold, write, reset
    );
    modport reader (
        input threshold, write, reset
    );
endinterface  
package TDCEnablePackage;
endpackage
interface TDC_enable_Interface #(parameter
                            CHANNEL_COUNT = 2);
    logic [31:0]                        activate_channels;
    logic [CHANNEL_COUNT - 1:0]    enable_channels;
    logic                               channel_changed, read_ack, read_active_channel;
    modport internal (
        output enable_channels, read_active_channel,
        input  activate_channels, channel_changed, read_ack
    );
    modport external (
        input  enable_channels, read_active_channel,
        output activate_channels, channel_changed, read_ack
    );
    modport registersSignal (
    input read_active_channel,
    output activate_channels, read_ack
    );
endinterface  
interface UartInterface
    #(parameter 
        DATA_LENGTH = 48);
    logic   [DATA_LENGTH-1:0] data;
    logic                     sig;
    logic                     valid;
    logic                     ready;
    logic                     parity_error;
    modport tx(input  data,
               input  valid,
               output sig,
               output ready);
    modport rx(output data,
               output valid,
               output parity_error,
               input  sig,
               input  ready);
    modport tx_writer(output data,
                      output valid,
                      input  ready);
    modport rx_reader(input  data,
                      input  valid,
                      input  parity_error,
                      output sig,
                      output ready);
endinterface  
package USARTPackage;
endpackage
interface UsartInterface
    #(parameter 
        DATA_LENGTH = 48);
    logic   [DATA_LENGTH-1:0] data;
    logic                     sig;
    logic                     valid;
    logic                     ready;
    logic                     parity_error;
    modport tx(input  data,
               input  valid,
               output sig,
               output ready);
    modport rx(output data,
               output valid,
               output parity_error,
               input  sig,
               input  ready);
    modport tx_writer(output data,
                      output valid,
                      input  ready);
    modport rx_reader(input  data,
                      input  valid,
                      input  parity_error,
                      output sig,
                      output ready);
endinterface  
package CommandManagerPackage;
endpackage
interface CommandManagerInterface
    #(parameter 
        MSG_LENGTH = 48,
        DATA_LENGTH = 32,
        COMMAND_WIDTH = 5
        );
    logic                           data_sent;
    logic                           packet_received;
    logic [COMMAND_WIDTH - 1 : 0]   command;
    logic                           write_register_ack;
    reg [DATA_LENGTH - 1 : 0]       reg_data;
    reg [DATA_LENGTH - 1 : 0]       rx_data;
    logic                           send_data;
    logic [MSG_LENGTH - 1:0]        tx_data;
    logic                           write_register;
    logic                           read_register;
    logic                           read_register_ack;
    modport internal(
        input  data_sent, packet_received, command, write_register_ack, reg_data, rx_data, read_register_ack,
        output send_data, tx_data, write_register, read_register
    );
    modport external(
        output  data_sent, packet_received, command, write_register_ack, reg_data, rx_data, read_register_ack,
        input   send_data, tx_data, write_register, read_register
    );
    modport registersData(
        output write_register_ack, reg_data, read_register_ack,
        input write_register, read_register
    );
endinterface  
interface RegistersManagerInterface #(parameter                        
                            DATA_LENGTH = 32,
                            ADDRWIDTH = 8);
    logic                            writeAck;
    logic [DATA_LENGTH-1:0] 	     readData;
    logic [ADDRWIDTH - 1 : 0]        address;
    logic [DATA_LENGTH - 1 : 0]      writeData;
    logic                            writeEnable;
    logic 		   				     readEnable;
    logic                            writeAdmin;
modport internal (
    input  readData, writeAck,
    output address, writeData, writeEnable, readEnable, writeAdmin
);
modport external (
    output  readData, writeAck,
    input   address, writeData, writeEnable, readEnable, writeAdmin
);
endinterface  
interface UsartManagerInterface
    #(parameter  
        MSG_LENGTH = 48,
        DATA_LENGTH = 32,
        ADDRWIDTH = 8,
        COMMAND_WIDTH = 5
    );
    logic                            send_data;
    logic [MSG_LENGTH - 1:0]         tx_data;
    logic                            data_sent;
    logic                            packet_received;
    reg [COMMAND_WIDTH - 1: 0]       command;
    reg [ADDRWIDTH - 1: 0]           reg_addr;
    reg [DATA_LENGTH - 1: 0]         rx_data;
    modport internal(
        input  send_data, tx_data,
        output data_sent, packet_received, command, reg_addr, rx_data
    );
    modport external(
        output send_data, tx_data,
        input  data_sent, packet_received, command, reg_addr, rx_data
    );
    modport registersData(
        input reg_addr, rx_data
    );
endinterface  
module fifo (fifo_data_out,fifo_full,fifo_empty,fifo_write,fifo_read,clk,rst_,
             fifo_data_in);
parameter fifo_depth=8;
parameter fifo_width=8;
output logic [(fifo_width-1):0] fifo_data_out;
output logic fifo_full, fifo_empty;
input  logic fifo_write, fifo_read, clk, rst_;
input  logic [(fifo_width-1):0] fifo_data_in;
logic [(fifo_width-1):0] fifomem [0:(fifo_depth-1)];
logic [3:0] wr_ptr, rd_ptr;
logic [3:0] cnt;                         
always @(posedge clk or negedge rst_)
  if (!rst_) begin
    rd_ptr  <= 0;                          
    wr_ptr  <= 0;
    cnt   <= 0;
    fifo_empty <= 1;
    fifo_full  <= 0;
  end
  else begin
    case ({fifo_write, fifo_read})
      2'b00: ;      
      2'b01: begin  
               if (cnt>0) begin          
                 rd_ptr <= rd_ptr + 1;       
                 cnt  <= cnt  - 1;       
               end                       
               if (cnt==1) fifo_empty <= 1;   
               fifo_full <= 0;
             end
      2'b10: begin  
               if (cnt< fifo_depth) begin        
                 fifomem[wr_ptr] <= fifo_data_in;
                 wr_ptr <= wr_ptr + 1;
                 cnt  <= cnt  + 1;
               end
               if (cnt>=(fifo_depth-1)) fifo_full <= 1;   
               fifo_empty <= 0;
             end
      2'b11:  
               if (cnt>(fifo_depth-1)) begin
                 rd_ptr  <= rd_ptr + 1;
                 cnt   <= cnt  - 1;
               end
               else if (cnt<1) begin
                 fifomem[wr_ptr] <= fifo_data_in;
                 wr_ptr  <= wr_ptr + 1;
                 cnt   <= cnt  + 1;
               end
               else begin
                 fifomem[wr_ptr] <= fifo_data_in;
                 wr_ptr  <= wr_ptr + 1;
                 rd_ptr  <= rd_ptr + 1;
               end
    endcase
  end
assign fifo_data_out = fifomem[rd_ptr];
endmodule
==> /design/flow/run.sh <==
#!/bin/bash
# OpenROAD 26Q1-2900-gdf79404cd8, Yosys 0.63+post, stock flow scripts
make -C /OpenROAD-flow-scripts/flow DESIGN_CONFIG=/design/flow/config.mk WORK_HOME=/design/flow/orfs finish
==> /design/flow/config.mk <==
export PLATFORM = sky130hd
export DESIGN_NAME = fifo
export DESIGN_NICKNAME = fifo
export VERILOG_FILES = /design/flow/design.v
export SDC_FILE = /design/flow/constraint.sdc
export NUM_CORES = 4
export LEC_CHECK = 1
export CORE_UTILIZATION = 40
==> /design/flow/constraint.sdc <==
current_design fifo

set clk_period 3.1
set clk_io_pct 0.2

create_clock -name clk0 -period $clk_period [get_ports {clk}]

set non_clock_inputs [all_inputs -no_clocks]
set_input_delay [expr $clk_period * $clk_io_pct] -clock clk0 $non_clock_inputs
set_output_delay [expr $clk_period * $clk_io_pct] -clock clk0 [all_outputs]
==> metrics.txt <==
# HELP chip_impl_metric Flow report values
# TYPE chip_impl_metric gauge
chip_impl_metric{name="cts_inserted_buffers",unit=""} 9
chip_impl_metric{name="power.density",unit="nW/um2"} 842
chip_impl_metric{name="antenna_found_initial",unit=""} 0
chip_impl_metric{name="fin_hold_ws",unit="ns"} 0.505
chip_impl_metric{name="cp.arrival",unit="ns"} 2.35
chip_impl_metric{name="routed-via-count",unit=""} 1808
chip_impl_metric{name="dieWidth",unit="um"} 92.5
chip_impl_metric{name="peakVddDrop",unit="V"} 0.000312
chip_impl_metric{name="pwr-share-clk",unit="%"} 21.3
chip_impl_metric{name="avgSynthCellArea",unit="um2"} 14.9
chip_impl_metric{name="yosysCellCount",unit=""} 219
chip_impl_metric{name="floorplan.core_area",unit="um2"} 7810
chip_impl_metric{name="grt_usage",unit="%"} 15.8
chip_impl_metric{name="data_required_time_of_the_critical_path",unit="ns"} 2.48
chip_impl_info{name="clock_tree_from_tritoncts",value="built"} 1
chip_impl_info{name="synth.area.top_cells",value="edfxtp_1 59%, dfrtp_1 8.4%, ha_1 6.1%"} 1
chip_impl_info{name="outcome",value="finished clean"} 1
chip_impl_metric{name="timing.slew.headroom",unit="%"} 63.4
chip_impl_metric{name="globalplace.congestion",unit=""} 0.803
chip_impl_metric{name="htree_levels",unit=""} 3
chip_impl_metric{name="seqPwrFrac",unit="%"} 41.9
chip_impl_metric{name="dieArea",unit="um2"} 8550
chip_impl_info{name="synth_top_flop_cell",value="edfxtp_1"} 1
chip_impl_metric{name="grt_start_max_net_pins",unit=""} 16
chip_impl_metric{name="area_delta_synth_final",unit="%"} 17.3
chip_impl_metric{name="cts_num_sinks",unit=""} 76
chip_impl_metric{name="floorplanUtilization",unit="%"} 41.9
chip_impl_metric{name="power_switching_share",unit="%"} 30.3
chip_impl_metric{name="cap_violations",unit=""} 0
chip_impl_metric{name="hold_fix_buffers_cts",unit=""} 0
chip_impl_metric{name="final_layout_size_suffix_gt1_share",unit="%"} 17.6
chip_impl_metric{name="synth_cell_types",unit=""} 39
chip_impl_metric{name="std_cell_rows",unit=""} 32
chip_impl_metric{name="route.antenna.remaining_nets",unit=""} 0
chip_impl_metric{name="post_drt_via_cell_ratio",unit=""} 5.06
chip_impl_info{name="setup.worst_path.start_class",value="flip-flop"} 1
chip_impl_info{name="most_instantiated_logic_cell_after_routing",value="edfxtp_1"} 1
chip_impl_metric{name="routed_wirelength",unit="mm"} 5.88
chip_impl_metric{name="synth_sequential_area_ratio",unit="%"} 67.9
chip_impl_metric{name="die_height",unit="um"} 92.5
chip_impl_metric{name="clockBufferDepth",unit=""} 2
chip_impl_metric{name="fin_crit",unit="ns"} 2.97
chip_impl_metric{name="clkTransAtPathRegs",unit="ns"} 0.07
chip_impl_metric{name="report.final.slew_viol_count",unit=""} 0
chip_impl_metric{name="grt_pass1_vias",unit=""} 1994
chip_impl_metric{name="finalSetupViolCount",unit=""} 0
chip_impl_metric{name="tally_of_openroad_warnings",unit=""} 37
chip_impl_metric{name="post_dp_hpwl",unit="mm"} 3.86
chip_impl_metric{name="global_route.overflow_total",unit=""} 0
chip_impl_metric{name="detail_route.first_pass.iterations",unit=""} 5
chip_impl_metric{name="detail_route.antenna_diodes",unit=""} 0
chip_impl_metric{name="worst-slew-pin-transition",unit="ns"} 0.550
chip_impl_metric{name="slowest_delay",unit="ns"} 0.55
chip_impl_metric{name="count_of_flip_flops_with_a_built_in_enable_after_synthesis",unit=""} 64
chip_impl_metric{name="synthesis.instances",unit=""} 219
chip_impl_info{name="crit_path_top_delay_cell",value="or3_1"} 1
chip_impl_metric{name="total_switching_power",unit="uW"} 980
chip_impl_metric{name="finalInstanceArea",unit="um2"} 3840
chip_impl_metric{name="placed_cell_area",unit="um2"} 3610
chip_impl_metric{name="fin_skew",unit="ns"} 0.00435
chip_impl_metric{name="boundaryPins",unit=""} 22
chip_impl_metric{name="p_leak",unit="uW"} 0.00139
chip_impl_metric{name="p_comb_share",unit="%"} 36.8
chip_impl_metric{name="ys_seq_elements",unit=""} 76
chip_impl_metric{name="achievable-frequency",unit="GHz"} 0.337
chip_impl_metric{name="ys_area",unit="um2"} 3270
chip_impl_metric{name="layout_worst_path_cycle_share",unit="%"} 95.8
chip_impl_metric{name="grt_pass1_wl",unit="mm"} 9.46
chip_impl_metric{name="cell_internal_pwr",unit="uW"} 2250
chip_impl_metric{name="synth_warnings",unit=""} 2
chip_impl_metric{name="async_reset_ff_share",unit="%"} 15.8
chip_impl_info{name="critical_path_class",value="reg -> out"} 1
chip_impl_info{name="clock-root-buffer",value="clkbuf_8"} 1
chip_impl_info{name="hold_path.class",value="reg -> reg"} 1
chip_impl_info{name="critical_path.cell_chain",value="inv_2, ha_4, or3_1, a31oi_1, clkdlybuf4s50_1"} 1
chip_impl_metric{name="num-fill-cells",unit=""} 654
chip_impl_metric{name="synth_largest_type_area_fraction",unit="%"} 58.7
chip_impl_metric{name="final_hold_viol_count",unit=""} 0
chip_impl_metric{name="worstSkewPairLatency",unit="ns"} 0.33
chip_impl_metric{name="route.detailed.drc",unit=""} 0
chip_impl_info{name="layout.cells.most_common_list",value="64 x edfxtp_1, 21 x clkdlybuf4s50_1, 14 x nand2_1"} 1
chip_impl_info{name="largest_area_contributor_in_the_synthesized_netlist",value="edfxtp_1"} 1
chip_impl_metric{name="dr.first_iter.drc_count",unit=""} 76
chip_impl_info{name="critical_path.endpoint_type",value="primary output"} 1
chip_impl_metric{name="worst-path-max-fanout",unit=""} 15
chip_impl_metric{name="wl_per_cell",unit="um"} 16.5
chip_impl_metric{name="netlist_area",unit="um2"} 3270
chip_impl_metric{name="io_buffer_count",unit=""} 21
chip_impl_info{name="grt_setup_unrepaired",value="yes"} 1
-- through the flow --
stage / utilization [%] / setup WS [ns] / power (uW) / TNS [ns] / instances
after detailed placement: 46.3 / 0.356 / 2520 / 0 / 340
final: 49.2 / 0.131 / 3230 / 0 / 357
after global routing: 49.2 / -0.00813 / 3460 / -0.0127 / 357
after global placement: 46.3 / 0.387 / 2520 / 0 / 340
after CTS: 48.8 / 0.0365 / 3230 / 0 / 357
after floorplan: - / 0.937 / 2070 / 0 / 219
-- logic make-up (layout without fill, tap and decap cells) --
kind of cell / Yosys count / count (layout) / share of synthesized area [%]
flops: 76 / 76 / 67.9
simple gates: 44 / 44 / 6.92
compound gates: 43 / 43 / 9.67
buf+inv: 20 / 56 / 2.87
fa+ha+maj: 16 / 16 / 6.12
mux: 15 / 15 / 5.16
xor+xnor: 5 / 5 / 1.34
-- area by class of cell --
class	count	area, um2	area share, %
Tap cell	102	128	3.32
Timing Repair Buffer	30	278	7.23
Sequential cell	76	2220	57.9
Clock inverter	6	55.1	1.43
Clock buffer	10	128	3.32
Multi-Input combinational cell	123	990	25.8
Inverter	10	37.5	0.978
-- metal layers --
layer | share of wire (%) | up-vias | global-route usage [%]
met3 | 12 | 8 | 10.4
li1 | - | 901 | -
met4 | 1.8 | 0 | 2.60
met2 | 46 | 79 | 23.8
met1 | 41 | 820 | 20.2
met5 | 0 | - | 0
-- worst max-delay path, delay by kind of cell (launching register included) --
family / cells / cell delay [ns]
and+or+nand+nor: 1 / 0.55
buffers and inverters: 2 / 0.58
DFF: 1 / 0.43
adders and majority gates: 1 / 0.18
AOI/OAI and AO/OA: 1 / 0.27
-- registers in the layout, summed over array words and instances (netlist names) --
signal	cells
fifomem	64
cnt	4
rd_ptr	3
wr_ptr	3
fifo_empty	1
fifo_full	1
-- final timing paths --
check                           start                to  slack (ns)  depth (start not counted)
min                        fifo_empty        fifo_empty        0.51                          2
max in group asynchronous        rst_        fifo_empty        2.21                          2
min in group asynchronous        rst_         fifo_full        0.66                          2
max                         rd_ptr[1]  fifo_data_out[1]        0.13                          5
min reg2reg                fifo_empty        fifo_empty        0.51                          2
max reg2reg                    cnt[3]     fifomem[7][7]        1.33                          2
-- power groups by stage --
stage / registers, uW / logic (uW) / clock network, uW
final: 1350 / 1190 / 690
after global routing: 1370 / 1340 / 755
after CTS: 1350 / 1170 / 713
-- cells in the mapped netlist, types with 3 or more instances --
master    instances
edfxtp_1         64
ha_1             16
nand2_1          14
dfrtp_1          11
nor2_1           11
inv_1            10
a221oi_1          8
mux2_2            8
o21ai_0           8
a31oi_1           7
a21oi_1           6
and3_1            6
a22o_1            5
a222oi_1          4
clkbuf_1          4
buf_2             3
mux2_1            3
mux2i_1           3
nor2b_1           3
xnor2_1           3
-- timing repair --
action                                  in CTS  in global routing
endpoints found under the setup margin       3                  8
resized                                      1                  9
pin swaps                                    0                  4
buffers inserted                             1                  0
hold endpoints to repair                     0                  0
No activity file was given, so power comes from the tool's default toggle rates.
